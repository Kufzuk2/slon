File: flow/design.v
module reset_button_debouncer #(
  parameter    CNT_WIDTH      = 16
)(
  input  wire     clk_100mhz   ,
  input  wire     clk_5mhz     ,
  input  wire     reset_button ,
  input  wire     pll_locked   ,
  output reg      pll_rst_n    ,
  output wire     rst_n
);
  reg   [1:0]             domain_100mhz_synch;
  reg   [1:0]             domain_5mhz_synch;
  reg   [CNT_WIDTH-1:0]   pulse_cntr;
  wire                    debouncing_finished;
  always_ff @( posedge clk_100mhz ) begin
    domain_100mhz_synch <= {domain_100mhz_synch[0], reset_button};
  end
  always @( posedge clk_100mhz ) begin
    if      ( domain_100mhz_synch[1] ) begin    
      pulse_cntr <= 0;
    end
    else if ( !debouncing_finished ) begin      
      pulse_cntr <= pulse_cntr + 1;
    end
  end
  assign debouncing_finished = &pulse_cntr;
  always @( posedge clk_100mhz ) begin
    pll_rst_n <= ~debouncing_finished;
  end
  always @( posedge clk_5mhz or negedge pll_rst_n) begin
    if      ( !pll_rst_n )
      domain_5mhz_synch <= 2'b0;
    else if ( pll_locked )
      domain_5mhz_synch <= {domain_5mhz_synch[0], 1'b1};
  end
  assign rst_n = domain_5mhz_synch[1];
endmodule
File: flow/run.sh
#!/bin/bash
# OpenROAD 26Q1-2900-gdf79404cd8, Yosys 0.63+post, stock flow scripts
make -C /OpenROAD-flow-scripts/flow DESIGN_CONFIG=/design/flow/config.mk WORK_HOME=/design/flow/orfs finish
File: flow/config.mk
export PLATFORM = sky130hd
export DESIGN_NAME = reset_button_debouncer
export DESIGN_NICKNAME = reset_button_debouncer
export VERILOG_FILES = /design/flow/design.v
export SDC_FILE = /design/flow/constraint.sdc
export NUM_CORES = 4
export LEC_CHECK = 1
export CORE_AREA = 10 10 85 85
export DIE_AREA = 0 0 95 95
File: flow/constraint.sdc
current_design reset_button_debouncer

set clk_period 1.0
set clk_io_pct 0.2

create_clock -name clk0 -period $clk_period [get_ports {clk_100mhz}]
create_clock -name clk1 -period $clk_period [get_ports {clk_5mhz}]

set non_clock_inputs [all_inputs -no_clocks]
set_input_delay [expr $clk_period * $clk_io_pct] -clock clk0 $non_clock_inputs
set_output_delay [expr $clk_period * $clk_io_pct] -clock clk0 [all_outputs]
==> summary.txt <==
Notes on the flow run.

- The synthesized area per cell is 9.12 µm², for reference.
- Once placement completed, the tool counted placed cells totaling between 200 and 250.
- Per the GRT congestion report, total overflow comes to 0.
- The share of the core area taken by cells at floorplan is 0.165.
- The setup TNS after final layout is -7.18 ns, for reference.
- TritonCTS built the clock tree.
- Per the OpenROAD floorplan log, the height of the die is approximately 95 µm.
- The number of sinks driven by the clock tree is 21, for reference.
- The report lists the number of standard-cell rows as 27.
- Counting every instance in the synthesized netlist gives 99.
- The number of buffers inserted by port buffering is 4, for reference.
- In the synthesized netlist the dominant register cell turns out to be sky130_fd_sc_hd__dfxtp_1.
- For this run, the number of Yosys warnings is 1.
- The core box area is 5470 µm², for reference.
- The run finished, with violations left.
- STA classifies the critical path endpoint as a register.
- The placed instances occupy a cell area of about 1300 µm².
- Of the cells placed in the final design, the portion with a size suffix greater than 1 is 0.493.
- After routing the design area is 1520 µm².
- The highest net fanout along the worst path is 5, for reference.
- The combined global-route utilization of all metal layers is 0.0522, for reference.
- Compared with the post-synthesis result, the final layout area differs by 67.7%.
- The number of setup violations in the final report is 17, for reference.
- The number of antenna violations at the first check in global routing is 0.
- The worst-case setup margin in the final layout is -0.528 ns, for reference.
- Counting distinct cell types in the post-synthesis netlist gives 31.
- The total count of hold-check failures in the final report is 0, for reference.
- Summed over all layers, the routed wires come to 2160 µm.
- The count of warning messages emitted by the tools is 29, for reference.
- Setup repair after global routing could not meet its margin everywhere.
- The top-level I/O count is 6, for reference.
- In this run, the number of DRC markers left after iteration 0 of detailed routing was around 51.
- The arrival time at the worst endpoint is around 1.7 ns, for reference.
- The post-synth count of flops with an enable pin is 0.
- The worst hold path belongs to the class register to async pin.
- The final reports fail on negative setup slack.
- The final route contains 903 vias.
- The power share of the clock group is 0.475, for reference.
- The tightest slew margin relative to the limit is 0.789, for reference.
- Per the post-route antenna check, the number of violating nets is 0.
- The area reported by Yosys stat is 903 µm², for reference.
- The HPWL after detailed placement is between 1000 and 1500 µm, for reference.
- Cell internal power was estimated by the tool at 1.43 mW.
- The proportion of synthesized chip area in sequential cells is 0.476, for reference.
- The area of the die is about 9000 µm², for reference.
- The routed design shows a wire length per standard cell of 10.0 µm.
- The total iterations of the first detailed-routing run is 4, for reference.
- The worst supply voltage drop on vdd is between 0.8 and 0.9 mV, for reference.
- The registers of the reported paths see a clock transition of 0.07 ns.
- The post-layout instance count excluding filler cells is 216, for reference.
- The setup clock skew after layout is 0.00388 ns, for reference.
- The count of unresolved DRC violations after routing is 0, for reference.
- The start-to-end type of the worst setup path is register to register, for reference.
- The global-route wire length before repair is 3900 µm, for reference.
- The via-per-instance ratio is 4.18, for reference.
- The via count of the first global-routing pass is 888, for reference.
- The slew at the pin with the worst max-slew slack is 0.314 ns, for reference.
- The final count of pins violating max slew is 0, for reference.
- Per the gpl log, the routability congestion estimate is 0.750.
- The repair_antennas step left the layout with diodes totalling 0.
- The largest net degree at the start of global routing is 11, for reference.
- The logic gate share of total power is 0.039, for reference.
- Yosys reported that registers with async set or reset make up 0.0952.
- Switching power as a fraction of the total was reported as 0.201.
- The analysis attributes to net switching a power of 0.359 mW.
- The required time at the worst-slack endpoint is 1.19 ns, for reference.
- The post-synthesis cell count from yosys is 99, for reference.
- The critical path launch point type is a register, for reference.
- The static leakage is 0.593 nW, for reference.
- The report counts max-capacitance violations totalling 0.
- The horizontal die size is between 90 and 100 µm, for reference.
- In this run the cell area of the synthesized design comes to 903 µm².
- The power density of the placed cells is 1180 nW/µm², for reference.
- In this run, synthesis produced a sequential element count of 21.
- The sequential share of power is 0.486, for reference.
## kinds of logic after synthesis
kind of cell | count (synthesis) | share of synthesized area
fa+ha+maj | 1 | 0.0138
buf+inv | 5 | 0.0222
simple gates | 44 | 0.287
compound gates | 23 | 0.147
xor+xnor | 2 | 0.0194
flops | 21 | 0.476
mux | 3 | 0.0346
## worst max-delay path, stage by stage (launching register included)
cell,delay (ns)
sky130_fd_sc_hd__dfxtp_2,0.35
sky130_fd_sc_hd__nand4_4,0.14
sky130_fd_sc_hd__or4_4,0.54
sky130_fd_sc_hd__or3_1,0.32
sky130_fd_sc_hd__a21oi_1,0.12
## synthesized netlist by cell type (all sizes together), types with 2 or more instances
library cell  instances  area share
nand2                 5       0.021
a21oi                11       0.061
or4                   3       0.025
nand3                 6       0.033
or3                   6       0.044
dfxtp                19        0.42
buf                   2      0.0097
nor3                  3       0.017
nand4                 4       0.044
nor2                  7       0.029
mux2i                 2       0.022
and3                  2       0.014
o31ai                 4       0.033
dfrtp                 2       0.055
nor4                  5       0.035
inv                   2      0.0083
o21ai                 5       0.028
## timing repair
action,4_1_cts,5_1_grt
hold endpoints to repair,0,0
resized,24,3
endpoints found under the setup margin,19,17
setup buffers,4,1
pin swaps,7,2
hold buffers,0,0
## power groups by stage
stage	registers (mW)	logic [mW]	clock network, mW
6_report	0.868	0.0696	0.849
5_1_grt	0.870	0.0761	0.925
4_1_cts	0.867	0.0682	0.893
## layout make-up
| class | instances | area, µm² |
|---|---|---|
| Sequential cell | 21 | 450 |
| Multi-Input combinational cell | 73 | 556 |
| Clock buffer | 7 | 86.3 |
| Timing Repair Buffer | 41 | 325 |
| Fill cell | 577 | 3960 |
| Tap cell | 72 | 90.1 |
| Inverter | 2 | 7.51 |
## per-layer routing
metal	global-route usage	vias up	wire length [µm]
met1	0.0715	423	1110
met5	0	-	0
li1	-	467	-
met3	0.0200	0	132
met4	0.00499	0	0
met2	0.0795	13	914
## path summary, 6_finish.rpt
kind	depth (start not counted)	end	slack, ns	from
max	4	pulse_cntr[11]	-0.53	pulse_cntr[6]
min	1	domain_5mhz_synch[0]	0.17	pll_rst_n
max reg2reg	4	pulse_cntr[11]	-0.53	pulse_cntr[6]
min reg2reg	1	domain_5mhz_synch[0]	0.17	pll_rst_n
max in group clk1	2	domain_5mhz_synch[1]	0.07	pll_locked
max in group asynchronous	1	domain_5mhz_synch[1]	0.74	pll_rst_n
min in group clk0	0	domain_100mhz_synch[1]	0.33	domain_100mhz_synch[0]
min in group clk1	1	domain_5mhz_synch[0]	0.46	domain_5mhz_synch[0]
## flip-flops by register name (all words and copies together), names as in the netlist
signal,count
pll_rst_n,1
domain_100mhz_synch,2
domain_5mhz_synch,2
pulse_cntr,16
## cell usage in the layout (no fill, tap or decap), types with 3 or more instances in the layout
cell type	count
sky130_fd_sc_hd__buf_4	35
sky130_fd_sc_hd__a21oi_1	9
sky130_fd_sc_hd__dfxtp_1	9
sky130_fd_sc_hd__nor2_1	7
sky130_fd_sc_hd__dfxtp_2	7
sky130_fd_sc_hd__clkbuf_8	6
sky130_fd_sc_hd__nand3_1	5
sky130_fd_sc_hd__o21ai_0	5
sky130_fd_sc_hd__o31ai_1	4
sky130_fd_sc_hd__nand2_1	4
sky130_fd_sc_hd__or3_1	4
sky130_fd_sc_hd__nand4_1	3
sky130_fd_sc_hd__dfxtp_4	3
## per-stage QoR
step	utilization	setup slack [ns]	total power [mW]	hold slack (ns)
final	0.277	-0.528	1.79	0.171
after global routing	0.277	-0.609	1.87	0.198
after CTS	0.273	-0.522	1.83	0.178
after detailed placement	0.235	-0.545	0.950	0.125
after global placement	0.235	-0.607	0.948	0.118
after floorplan	-	-0.500	0.913	-0.00499
No activity file was given, so power comes from the tool's default toggle rates.
