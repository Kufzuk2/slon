[/design/flow/run.sh]
#!/bin/bash
# OpenROAD 26Q1-2900-gdf79404cd8, Yosys 0.63+post, stock flow scripts
make -C /OpenROAD-flow-scripts/flow DESIGN_CONFIG=/design/flow/config.mk WORK_HOME=/design/flow/orfs finish
[/design/flow/config.mk]
export PLATFORM = sky130hd
export DESIGN_NAME = spi_ctrl
export DESIGN_NICKNAME = spi_ctrl
export VERILOG_FILES = /design/flow/design.v
export SDC_FILE = /design/flow/constraint.sdc
export NUM_CORES = 4
export LEC_CHECK = 1
export CORE_UTILIZATION = 40
[/design/flow/constraint.sdc]
current_design spi_ctrl

set clk_period 3.0
set clk_io_pct 0.2

create_clock -name clk0 -period $clk_period [get_ports {clk_5mhz0d}]

set non_clock_inputs [all_inputs -no_clocks]
set_input_delay [expr $clk_period * $clk_io_pct] -clock clk0 $non_clock_inputs
set_output_delay [expr $clk_period * $clk_io_pct] -clock clk0 [all_outputs]
[/design/flow/design.v]
module spi_ctrl (
    input  wire          clk_5mhz0d   ,
    input  wire          clk_5mhz180d ,
    input  wire          rst_n        ,
    output logic [7:0]   x_axis       ,
    output logic [7:0]   y_axis       ,
    input  logic         MISO         ,
    output logic         MOSI         ,
    output logic         CSN          ,
    output logic         SCLK
);
  localparam WRITE_REGISTER = 8'h0A;
  localparam READ_REGISTER  = 8'h0B;
  localparam POWER_CTL_ADDR = 8'h2D;
  localparam XDATA_ADDR     = 8'h08;
  localparam YDATA_ADDR     = 8'h09;
    parameter CNFG_WORDS_NUM = 1;
    parameter WRITE_BITS     = 16;
    parameter READ_BITS      = 16;
    logic [3:0] cnfg_addr_cntr ;
    logic [7:0] cnfg_addr ;
    logic [7:0] read_addr ;
    logic [7:0] cnfg_val  ;
    wire        cnfg_done ;
    logic read_addr_cntr;
    enum logic [3:0] {
      IDLE           ,
      TRANSMITTING   ,
      RECEIVING      ,
      UPDATE
    } spi_state, spi_nstate;
    logic rx_active          ;  
    logic tx_active          ;  
    logic transmit_write     ;  
    logic transmit_read      ;  
    logic cnfg_addr_cntr_inc ;  
    logic rx_update          ;  
    logic receiving_start    ;  
    logic transaction_active ;  
    logic [23:0] tx_data_sff ;  
    logic [4:0]  tx_cntr     ;  
    wire         tx_done     ;  
    logic [7:0]  rx_data_sff ;  
    logic [2:0]  rx_cntr     ;  
    wire         rx_done     ;  
  always_comb begin
    case (cnfg_addr_cntr)
      4'd0    : {cnfg_addr, cnfg_val} = {POWER_CTL_ADDR, 8'h02};   
      default : {cnfg_addr, cnfg_val} = 16'hFF00;                  
    endcase
  end
  always_ff @( posedge clk_5mhz0d ) begin
    if      ( !rst_n )
      cnfg_addr_cntr <= 0;
    else if ( cnfg_addr_cntr_inc )
      cnfg_addr_cntr <= cnfg_addr_cntr + 1;
  end
  assign cnfg_done = (cnfg_addr_cntr == CNFG_WORDS_NUM);           
  always_comb begin  
    case (read_addr_cntr)
      1'd0    : read_addr = XDATA_ADDR;
      1'd1    : read_addr = YDATA_ADDR;
    endcase
  end
  always_ff @( posedge clk_5mhz0d ) begin  
    if      ( !rst_n )
      read_addr_cntr <= 0;
    else if ( rx_update )
      read_addr_cntr <= read_addr_cntr + 1;
  end
  always_ff @( posedge clk_5mhz0d ) begin
    if      ( !rst_n )
      x_axis <= 0;
    else if ( rx_update && (!read_addr_cntr) )
      x_axis <= rx_data_sff;
  end
  always_ff @( posedge clk_5mhz0d ) begin
    if      ( !rst_n )
      y_axis <= 0;
    else if ( rx_update && read_addr_cntr )
      y_axis <= rx_data_sff;
  end
  always_ff @( posedge clk_5mhz0d ) begin
    if ( !rst_n )
      spi_state <= IDLE;
    else
      spi_state <= spi_nstate;
  end
  always_comb begin
    spi_nstate         = IDLE;
    rx_active          = 1'b0;
    tx_active          = 1'b0;
    transmit_write     = 1'b0;
    transmit_read      = 1'b0;
    receiving_start    = 1'b0;
    cnfg_addr_cntr_inc = 1'b0;
    rx_update          = 1'b0;
    transaction_active = 1'b0;
    case ( spi_state )
      IDLE: begin
        if ( cnfg_done ) begin
          transmit_read  = 1'b1;
        end
        else begin
          transmit_write = 1'b1;
        end
        spi_nstate = TRANSMITTING;
      end
      TRANSMITTING: begin
        if ( tx_done ) begin
          if ( cnfg_done ) begin
            spi_nstate         = RECEIVING ;
            receiving_start    = 1'b1      ;
          end
          else begin
            spi_nstate         = IDLE      ;
            cnfg_addr_cntr_inc = 1'b1      ;
          end
        end
        else begin
          spi_nstate        = TRANSMITTING ;
          tx_active         = 1'b1         ;
        end
        transaction_active  = 1'b1         ;
      end
      RECEIVING: begin
        if (rx_done ) begin
          spi_nstate       = UPDATE    ;
        end
        else begin
          spi_nstate       = RECEIVING ;
        end
        rx_active          = 1'b1      ;
        transaction_active = 1'b1      ;
      end
      UPDATE: begin
        spi_nstate = IDLE ;
        rx_update  = 1'b1 ;
      end
    endcase
  end
  always @ ( posedge clk_5mhz0d ) begin
    if      ( transmit_write ) begin  
      tx_data_sff <= { WRITE_REGISTER, cnfg_addr, cnfg_val };
      tx_cntr     <= 5'd23;
    end
    else if ( transmit_read  ) begin  
      tx_data_sff <= { READ_REGISTER , read_addr, 8'h00    };
      tx_cntr     <= 5'd15;
    end
    else if ( tx_active && (tx_cntr != 5'd0) ) begin  
      tx_data_sff <= {tx_data_sff[22:0], 1'b0};
      tx_cntr     <= tx_cntr - 1;
    end
  end
  assign tx_done = ( tx_cntr == 5'd0 );
  always @ ( posedge clk_5mhz0d ) begin
    if      ( receiving_start ) begin
      rx_cntr     <= 5'd7;
    end
    else if ( rx_active && (rx_cntr != 5'd0) ) begin
      rx_data_sff <= {rx_data_sff, MISO};
      rx_cntr     <= rx_cntr - 1;
    end
    else if ( rx_active && (rx_cntr == 5'd0) ) begin
      rx_data_sff <= {rx_data_sff, MISO};
    end
  end
  assign rx_done = ( rx_cntr == 5'd0 );
  assign SCLK = ( transaction_active ) ? clk_5mhz180d : 1'b0;
  assign CSN  = ( transaction_active ) ? 1'b0 : 1'b1;
  assign MOSI = tx_data_sff[23];
endmodule
==> GITHUB_STEP_SUMMARY <==
### Flow metrics

| Metric | Value |
|---|---|
| Hold Path Class | register to register |
| CP Data Required Time | 2.40 ns |
| Setup WS pre-CTS | roughly 0.78 ns |
| Fin. max-slew vios | 0 |
| CP peak stage delay | 0.64 ns |
| Syn-to-layout area delta | 16.9% |
| Chip area | 6860 sq um |
| Total congestion overflow | 0 |
| Yosys cell count | between 200 and 300 |
| Avg Vias per Cell | 5.07 |
| Design Power | ~1.7 mW |
| Late-Pin Clk Latency | 0.33 ns |
| Status | finished clean |
| Final Cell Area | around 3100 sq um |
| Layout Skew | between 0.008 and 0.009 ns |
| Mapped Cells | approximately 250 |
| Startpoint types | register |
| Port-buffer cells | 22 |
| Total wire length | between 4000 and 5000 um |
| Number of global-route vias before repair | ~1,700 |
| Post-cts gate resize count | 0 |
| Hold Buf Count CTS | 0 |
| CP Cell Sequence | nor2_1, nor2b_1, clkdlybuf4s50_1 |
| Share of cells above drive strength 1 | 0.0758 |
| GP Congestion | around 0.74 |
| EDFF count, synth | 23 |
| Wire length per cell | between 10 and 15 um |
| Die span in y | ~83 um |
| Critical path type | register to output pin |
| Clk sinks | 64 |
| Peak supply drop | ~0.26 mV |
| Leak | 1.11 nW |
| Synth area leaders | dfxtp_1 31%, edfxtp_1 26%, a21boi_0 5.7% |
| Arr. time, crit path | 1.69 ns |
| Die Span X | about 83 um |
| Max-area cell share | 0.314 |
| Min Tclk post-route | 2.29 ns |
| Via count | approximately 1,800 |
| Synth Area per Inst | between 10 and 15 sq um |
| Yosys synthesis chip area | between 2000 and 3000 sq um |
| 1st-pass router iterations | 4 |
| CTS buffer count | 9 |
| Post-synth top flop | dfxtp_1 |
| Fp util | 0.414 |
| Seq/Total Area, Yosys | 0.579 |
| Antenna diode count | 0 |
| GRT Util Overall | 0.143 |
| Final setup viols | 0 |
| Tool warning count | 28 |
| Power per Cell Area | roughly 560 nW/um^2 |
| I/O pin cnt | 23 |
| Slew @ Worst Pin | around 0.74 ns |
| Largest net degree at the start of global routing | 37 |
| Starting DRC count in detailed routing | roughly 110 |
| Async SR Flop Fraction | 0 |
| Critical Path Sink Type | output pin |
| Worst Slack Setup Final | just over 0.7 ns |
| Initial antenna violation count | 0 |
| Max-cap viol count | 0 |
| DRC violations left | 0 |
| Final hold violation count | 0 |
| YS warnings | 1 |
| Postcts setup bufs | 0 |
| Commonest cells in the netlist | 41 x dfxtp_1, 38 x nand2_1, 23 x edfxtp_1 |
| Post-DP HPWL | about 2800 um |
| Unrepaired setup endpoints after global routing | no |
| Routed Antenna Nets | 0 |
| First-pass GRT wire length | roughly 8000 um |
| Netlist cell types | 38 |
| Core area | about 6300 sq um |
| CTS tree | yes |
| Cell Rows | 29 |
| CP max-delay cell | dfxtp_1 |
| Cell type with the largest total area | dfxtp_1 |
| Highest Clock Rate | roughly 440 MHz |
| Slew margin rel. | 0.503 |
| Worst-path clk slew | around 0.07 ns |
| Final Cycle Share | 0.764 |
| #FFs+latches synth | 64 |
| Number of H-tree levels | 3 |
| Worst hold margin | ~0.46 ns |
| CTS Root Cell | clkbuf_8 |
| Setup_tns | 0 ns |
| DP Area | between 2000 and 3000 sq um |
| Count leader, synth | dfxtp_1 |
| Clk buf depth | 2 |
| Mapped cell area | ~2600 sq um |
| Crit Path Max Fanout | 15 |
## report_power, final
| part | switching (mW) | total, mW | leakage (nW) | internal (mW) |
|---|---|---|---|---|
| clock network | 0.309 | 0.690 | 0.0941 | 0.381 |
| logic | 0.0347 | 0.0674 | 0.456 | 0.0327 |
| registers | 0.0158 | 0.946 | 0.558 | 0.930 |
| total | 0.360 | 1.70 | 1.11 | 1.34 |
## metrics by stage
step | std cells | utilization
after global placement | 338 | 0.455
after floorplan | 252 | -
after global routing | 354 | 0.484
after detailed placement | 338 | 0.455
after CTS | 354 | 0.484
final | 354 | 0.484
## cell type report
type	count	area (sq um)
Fill cell	583	3260
Sequential cell	64	1510
Multi-Input combinational cell	162	988
Timing Repair Buffer	24	235
Clock buffer	12	135
Tap cell	77	96.3
Clock inverter	4	45.0
Inverter	11	41.3
## state kept, by name, indices dropped and copies added, names as in the netlist
register	count
tx_data_sff	23
rx_data_sff	8
x_axis	8
y_axis	8
tx_cntr	5
cnfg_addr_cntr	4
spi_state	4
rx_cntr	3
read_addr_cntr	1
## cells in the final DEF, fill, tap and decap left out, types with 2 or more instances in the layout
master	n
nand3b_1	2
mux2i_1	4
o31ai_1	2
a21oi_1	12
or3_1	3
clkdlybuf4s50_1	22
nor3_1	3
clkbuf_8	9
clkinv_2	3
a21boi_0	20
ha_1	6
and3_4	2
and3_1	3
edfxtp_1	23
dfxtp_1	41
nor2b_1	8
nand2_1	38
nand2b_1	4
a211o_1	3
nor2_1	9
o21ai_0	11
buf_4	2
or4_1	2
nand3_1	14
nor3b_1	3
inv_1	11
clkbuf_1	3
## logic make-up after synthesis
kind of cell,count (synthesis),share of synthesized area
AND-OR/OR-AND,52,0.129
adder cells (fa/ha/maj),6,0.0287
buffers and inverters,26,0.0431
flip-flops,64,0.579
multiplexers,4,0.0153
AND/OR/NAND/NOR,100,0.205
## path summary, 6_finish.rpt
| kind | cells past startpoint | end | start | slack [ns] |
|---|---|---|---|---|
| setup reg to reg | 5 | tx_data_sff[10] | tx_cntr[0] | 0.85 |
| setup / recovery | 3 | SCLK | spi_state[2] | 0.71 |
| hold reg to reg | 2 | tx_data_sff[23] | tx_data_sff[22] | 0.46 |
| hold / removal | 2 | tx_data_sff[23] | tx_data_sff[22] | 0.46 |
## critical path, delay by kind of cell (launching register included)
kind                   cells  cell delay [ns]
buffers and inverters      1             0.46
AND/OR/NAND/NOR            2             0.26
flip-flops                 1             0.64
## per-layer routing
metal	global-route usage	up-vias	routed length, um
li1	-	917	-
met1	0.239	836	2340
met2	0.192	32	1850
met3	0.0444	9	200
met4	0.0298	0	88
met5	0	-	0
Power is estimated from default activity; no workload was simulated.
