==> flow/design.v <==
module display_ctrl #(
  parameter h_pixels   = 640    ,   
  parameter h_fp       = 16     ,   
  parameter h_pulse    = 96     ,   
  parameter h_bp       = 48     ,   
  parameter h_pol      = 1'b0   ,   
  parameter v_pixels   = 480    ,   
  parameter v_fp       = 10     ,   
  parameter v_pulse    = 2      ,   
  parameter v_bp       = 33     ,   
  parameter v_pol      = 1'b0       
)(
  input  wire      pixel_clk   ,   
  input  wire      rst_n       ,   
  output reg       h_sync      ,   
  output reg       v_sync      ,   
  output reg       disp_enbl   ,   
  output reg [9:0] h_coord     ,   
  output reg [9:0] v_coord         
);
    localparam h_period = h_pulse + h_bp + (h_pixels-1) + h_fp;
    localparam v_period = v_pulse + v_bp + (v_pixels-1) + v_fp;
    reg [9:0] h_count;
    reg [9:0] v_count;
    always_ff @( posedge pixel_clk ) begin   
      if ( !rst_n ) begin
        h_count <= 0;
        v_count <= 0;
      end
      else if (h_count < h_period) begin
        h_count <= h_count + 1;
      end 
      else begin
        h_count <= 0;
        if (v_count < v_period) begin
          v_count <= v_count + 1;
        end 
        else begin
          v_count <= 0;
        end
      end
    end
    always @( posedge pixel_clk ) begin
      if ( !rst_n ) begin
        h_sync   <= ~ h_pol;
        v_sync   <= ~ v_pol;
      end
      else begin
        if ( (h_count >= (h_pixels-1) + h_fp) && (h_count < (h_pixels-1) + h_fp + h_pulse) ) begin
          h_sync <= h_pol;
        end
        else begin
          h_sync <= ~h_pol;
        end
        if ( (v_count >= (v_pixels-1) + v_fp) && (v_count < (v_pixels-1) + v_fp + v_pulse) ) begin
          v_sync <= v_pol;
        end
        else begin
          v_sync <= ~v_pol;
        end
      end
    end
    assign h_coord = h_count;
    assign v_coord = v_count;
    always @( posedge pixel_clk ) begin
      if ( !rst_n ) begin
        disp_enbl <= 1'b1;
      end
      else begin
        if   ( h_count < (h_pixels-1) && v_count < v_pixels ) begin
          disp_enbl <= 1'b1;
        end 
        else if (h_count == h_period && (v_count < (v_pixels-1 ) || (v_count == v_period) )) begin
          disp_enbl <= 1'b1;
        end
        else begin
          disp_enbl <= 1'b0;
        end
      end
    end
endmodule
==> flow/run.sh <==
#!/bin/bash
# OpenROAD 26Q1-2900-gdf79404cd8, Yosys 0.63+post, stock flow scripts
make -C /OpenROAD-flow-scripts/flow DESIGN_CONFIG=/design/flow/config.mk WORK_HOME=/design/flow/orfs finish
==> flow/config.mk <==
export PLATFORM = sky130hd
export DESIGN_NAME = display_ctrl
export DESIGN_NICKNAME = display_ctrl
export VERILOG_FILES = /design/flow/design.v
export SDC_FILE = /design/flow/constraint.sdc
export NUM_CORES = 4
export LEC_CHECK = 1
export CORE_AREA = 10 10 89 89
export DIE_AREA = 0 0 99 99
==> flow/constraint.sdc <==
current_design display_ctrl

set clk_period 5.4
set clk_io_pct 0.2

create_clock -name clk0 -period $clk_period [get_ports {pixel_clk}]

set non_clock_inputs [all_inputs -no_clocks]
set_input_delay [expr $clk_period * $clk_io_pct] -clock clk0 $non_clock_inputs
set_output_delay [expr $clk_period * $clk_io_pct] -clock clk0 [all_outputs]
==> impl_metrics.yaml <==
# physical design summary
sta:
  setup_viol: 0
  timing.hold.ws_ps: 489
  finalClockSkew_ps: 4.40
  rsz0062_at_grt: "false"
  maxSlewViolCount: 0
  finalCriticalPeriod_ps: 2660
  tns_ps: 0
  hold_viol: 0
  max_freq_mhz: 376
  finalCritPeriodShare_pct: 49.2
  maxSlewHeadroom_pct: 55.0
  worst_slew_pin_slew_ps: 669
die:
  die_w_um: 99
  fp-row-count: 28
  fp-utilization_pct: 19.4
  ios: 25
  dieArea_sq_um: 9800
  die_h_um: 99
  core_sq_um: 5990
grt:
  antenna_found_initial: 0
  grt_max_degree: 13
  grt_use_total_pct: 6.05
  grt_pass1_wl_um: 5110
  overflow: 0
  grt_pass1_vias: 978
detailed_routing:
  num_vias: 1064
  diodes: 0
  first_pass_iters: 4
  drc: 0
  wirelength_um: 3080
  drtIter0Drc: 55
  wl_per_cell_um: 13.2
  detail-route-antenna-nets: 0
  via_per_inst: 4.57
pwr:
  p_leak_nw: 0.519
  powerDensity_nw_per_um2: 219
  ir_worst_vdd_uv: 121
  power_w: 0.000339
cts:
  clockBufferDepth: 2
  cts_buffers: 3
  cts_root_buf: "clkbuf_8"
  post_cts_buffers: 0
  cts_tree: "yes"
  cts_resized: 0
  htreeDepth: 1
  clk_latency_ps: 260
  ctsHoldBuffers: 0
  clock-sinks: 23
  clkSlewWorstSetupHoldPaths_ps: 80
worst_setup_path:
  critPathSlowestCell: "clkdlybuf4s50_1"
  crit_required_ps: 5560
  path_buffers: 1
  cp.arrival_ps: 2820
  cpLargestDelayFamily: "AND-OR/OR-AND gates"
  cp_cell_sequence: "clkdlybuf4s50_1 -> nor4b_1 -> a22oi_1 -> o21ai_0 -> a22o_1"
  cp-start-kind: "input port"
  worst-setup-path-type: "in -> reg"
  slowest_delay_ps: 570
  crit_path_max_fanout: 8
  critPathCaptureType: "flip-flop"
layout:
  area_delta_synth_final_pct: 32.8
  mostFrequentLayoutCells: "clkdlybuf4s50_1 (24), dfxtp_1 (23), nor2_1 (13)"
  finish.utilization_pct: 25.8
  drive_gt1_share_pct: 5.06
  final_common_cell: "clkdlybuf4s50_1"
  fillers: 621
logic_synthesis:
  yosys-stat-cells: 130
  ys_warn_count: 3
  ys_chip_area_sq_um: 1160
  ys_seq_elements: 23
  syn_area_per_cell_sq_um: 8.96
  ys_seq_share_pct: 39.5
  syn_inst: 130
  synth_cell_type_count: 40
  synthesis.area_sq_um: 1160
placement:
  dp_hpwl_um: 2260
  portBuffers: 24
  place.gp.congestion: 0.887
job:
  max_cap_viol_count: 0
  warning_count: 27
worst_hold_path:
  min_path_type: "reg -> reg"
status:
  status: "finished, final reports clean"
-- layout make-up --
| class | count | area (sq um) | share of cell area, % |
|---|---|---|---|
| clock buffers | 4 | 45.0 | 2.91 |
| inverters | 4 | 15.0 | 0.971 |
| flip-flops and latches | 23 | 460 | 29.8 |
| well taps | 75 | 93.8 | 6.07 |
| repair buffers | 25 | 248 | 16.0 |
| multi-input cells | 102 | 684 | 44.3 |
-- kinds of logic (layout without fill, tap and decap cells) --
logic type / Yosys count / count (layout) / share of synthesized area, %
buffers and inverters: 5 / 33 / 1.72
multiplexers: 2 / 2 / 1.72
adder cells (fa/ha/maj): 4 / 4 / 4.30
flip-flops: 23 / 23 / 39.5
AND-OR/OR-AND: 32 / 32 / 20.4
AND/OR/NAND/NOR: 54 / 54 / 24.8
XOR/XNOR: 10 / 10 / 7.52
-- synth_stat cells --
cell	count	area (sq um)
a21o_1	1	7.51
a22o_1	1	8.76
inv_1	4	15.0
a31oi_1	3	18.8
or4_4	1	11.3
nor4b_1	1	8.76
a211oi_1	1	7.51
a21oi_1	9	45.0
nand4b_1	1	8.76
nand3_1	11	55.1
nand4_1	4	25.0
nand2b_1	1	6.26
and2_1	1	6.26
o21ai_0	4	20.0
a211o_1	1	8.76
and2_2	1	7.51
a41oi_1	1	8.76
ha_1	4	50.1
nor3_1	1	5.00
nor4_1	1	6.26
and3_1	2	12.5
o32a_4	1	22.5
nor3b_1	2	15.0
a22oi_1	1	7.51
dfxtp_1	23	460
a2111oi_0	1	8.76
xor2_1	6	52.6
nor2_1	13	48.8
a21boi_0	1	7.51
o31ai_1	2	15.0
and4_1	2	17.5
a2111oi_2	1	15.0
mux2i_1	2	20.0
xnor2_1	4	35.0
buf_2	1	5.00
nor2b_1	4	25.0
nand2_1	8	30.0
a32o_1	2	20.0
a41o_1	1	10.0
o22ai_1	1	6.26
-- worst reg2reg max path, cell delays in order, from the launching register on --
cell     delay, ps
dfxtp_1        390
ha_1           270
nand4_1        300
a22oi_1        610
o21ai_0        190
a22o_1         210
-- power breakdown --
| group | switching (W) | leakage [nW] | internal (W) | total, W |
|---|---|---|---|---|
| Clock | 0.0000548 | 0.0228 | 0.0000526 | 0.000107 |
| Sequential | 0.0000129 | 0.187 | 0.000177 | 0.000190 |
| Combinational | 0.0000161 | 0.310 | 0.0000256 | 0.0000417 |
| Total | 0.0000838 | 0.519 | 0.000256 | 0.000339 |
-- metrics by stage --
stage               area [sq um]  std cells  setup WS, ps
floorplan                   1160        130          3370
global placement            1500        229          2520
detailed placement          1500        229          2500
CTS                         1550        233          2780
global route                1550        233          2650
finish                      1550        233          2740
-- worst paths after layout --
| kind | slack (ps) | endpoint | from | depth (start not counted) |
|---|---|---|---|---|
| max | 2740 | v_count[2]$_SDFFE_PN0P_ | rst_n | 5 |
| min | 490 | h_count[0]$_SDFF_PN0_ | h_count[0]$_SDFF_PN0_ | 1 |
| max reg2reg | 3330 | v_count[2]$_SDFFE_PN0P_ | h_count[0]$_SDFF_PN0_ | 5 |
| min reg2reg | 490 | h_count[0]$_SDFF_PN0_ | h_count[0]$_SDFF_PN0_ | 1 |
-- per-layer routing --
metal  share of wire, %  vias up  track usage (%)
met2                 43       37             8.77
met5                  0        -                0
met1                 49      482             8.83
li1                   -      543                -
met3                6.9        2             1.76
met4               0.68        0            0.882
-- flip-flops by register name, summed over array words and instances (netlist names) --
signal,flops
h_count,10
v_count,10
disp_enbl,1
h_sync,1
v_sync,1
Power and IR drop assume default switching activity.
