<file path="./design.v">
module sevseg_ctrl (
  input  wire           clk                  ,
  input  wire           arst_n               ,
  input  wire   [31:0]  sevseg_32bit_hex_val ,
  output logic  [6:0]   seg_active_n         ,
  output logic          don_active_n         ,
  output logic  [7:0]   anodes
);
  reg [2:0]  sevseg_cntr;
  always @(posedge clk or negedge arst_n) begin
    if ( !arst_n ) begin
      seg_active_n    <= hex_to_seg(0);
      don_active_n    <= ~0;
      anodes          <= ~8'b00000001;
      sevseg_cntr     <= 3'b0;
    end else begin
      seg_active_n    <= hex_to_seg(sevseg_32bit_hex_val[sevseg_cntr*4 +: 4]);   
      don_active_n    <= ~0;
      anodes          <= ~(1 << sevseg_cntr);
      sevseg_cntr     <= sevseg_cntr +1'b1;
    end
  end
  function [6:0] hex_to_seg (input [3:0] hex);
    case (hex)
      'h0: hex_to_seg = 'b1000000;   
      'h1: hex_to_seg = 'b1111001;
      'h2: hex_to_seg = 'b0100100;   
      'h3: hex_to_seg = 'b0110000;   
      'h4: hex_to_seg = 'b0011001;   
      'h5: hex_to_seg = 'b0010010;   
      'h6: hex_to_seg = 'b0000010;   
      'h7: hex_to_seg = 'b1111000;   
      'h8: hex_to_seg = 'b0000000;   
      'h9: hex_to_seg = 'b0011000;   
      'ha: hex_to_seg = 'b0001000;   
      'hb: hex_to_seg = 'b0000011;
      'hc: hex_to_seg = 'b1000110;
      'hd: hex_to_seg = 'b0100001;
      'he: hex_to_seg = 'b0000110;
      'hf: hex_to_seg = 'b0001110;
    endcase
  endfunction
endmodule
</file>
<file path="./run.sh">
#!/bin/bash
# OpenROAD 26Q1-2900-gdf79404cd8, Yosys 0.63+post, stock flow scripts
make -C /OpenROAD-flow-scripts/flow DESIGN_CONFIG=/design/flow/config.mk WORK_HOME=/design/flow/orfs finish
</file>
<file path="./config.mk">
export PLATFORM = sky130hd
export DESIGN_NAME = sevseg_ctrl
export DESIGN_NICKNAME = sevseg_ctrl
export VERILOG_FILES = /design/flow/design.v
export SDC_FILE = /design/flow/constraint.sdc
export NUM_CORES = 4
export LEC_CHECK = 1
export CORE_AREA = 10 10 91 91
export DIE_AREA = 0 0 101 101
</file>
<file path="./constraint.sdc">
current_design sevseg_ctrl

set clk_period 2.6
set clk_io_pct 0.2

create_clock -name clk0 -period $clk_period [get_ports {clk}]

set non_clock_inputs [all_inputs -no_clocks]
set_input_delay [expr $clk_period * $clk_io_pct] -clock clk0 $non_clock_inputs
set_output_delay [expr $clk_period * $clk_io_pct] -clock clk0 [all_outputs]
</file>
==> impl_metrics.yaml <==
# synthesis and place-and-route metrics
floorplanning:
  fp-utilization_pct: 17.8
  die_w_um: 101
  core_area_sq_um: 6350
  die_h_um: 101
  die-area_sq_um: 10200
  num_rows: 29
  num_io_pins: 50
timing:
  hold_violations: 0
  fin_skew_ps: 0.946
  tightest_slew_ps: 781
  slew_headroom_pct: 47.7
  clock.fmax_mhz: 443
  rsz0062_at_grt: "false"
  fin_setup_tns_ps: 0
  slew_violations: 0
  setup_viol: 0
  setup_ws_ps: 343
  post-route-period-util_pct: 86.8
  layout_min_cycle_time_ps: 2260
global_routing:
  grtUsageTotal_pct: 5.39
  antenna_found_initial: 0
  grt_pass1_wl_um: 4570
  grt_overflow: 0
  grt_pass1_vias: 991
  grt_start_max_net_pins: 19
synth:
  top_cell_area_share_pct: 22.1
  yosys.area.top_type: "dfrtp_1"
  synth.area.top_cells: "dfrtp_1 (22%), dfstp_2 (19%), ha_1 (12%)"
  synth-cells-yosys: 84
  ys_seq_share_pct: 40.8
  synth_flops: 18
  syn_avg_cell_area_sq_um: 13.5
  synthCells: 84
  yosys-stat-area_sq_um: 1130
  yosysUniqueCellTypes: 29
  yosys_warnings: 1
  synth_area_sq_um: 1130
pwr:
  total_power_mw: 0.620
  p_leak_nw: 0.724
  ir_drop_mv: 0.175
  power_density_nw_per_um2: 351
setup_path:
  timing.rr.start: "sevseg_cntr[0]$_DFF_PN0_"
  crit_fanout: 6
  critical_path.startpoint_type: "primary input"
  path_class: "in2reg"
  critPathRequiredTime_ps: 2740
  worstPathArrival_ps: 2390
  startpoint: "sevseg_32bit_hex_val[17]"
  crit_path_end_kind: "register"
clocking:
  clock_path_buffers: 2
  ctsResizeCount: 0
  htree_levels: 1
  cts_made_buffers: 3
  cts_tree: "yes"
  cts.sinks: 18
  clk_pin_slew_ps: 60
  clock-root-buffer: "clkbuf_8"
  hold_buffers: 0
  clock_latency_ps: 240
  post-cts-setup-buffer-count: 0
route:
  ant_nets: 0
  drc: 0
  wl_per_cell_um: 12.2
  diodes: 0
  drt_iter0_drc: 46
  dr.pass1.iters: 4
  vias: 844
  wl_um: 2620
  vias_per_cell: 3.93
hold_path:
  hold_start: "sevseg_cntr[1]$_DFF_PN0_"
  worstHoldPathType: "reg2reg"
placed_design:
  pre_cts_slack_ps: 72.9
  place.gp.congestion: 0.811
  place_hpwl_um: 2280
  port_buffers: 48
  numPlacedInstances: 211
final_layout:
  fillerInstances: 629
  fin_cells: 215
  area_growth_pct: 56.3
  drive_above_1_share_pct: 20.3
outcome:
  status: "finished, final reports clean"
job:
  tool_warnings: 33
  maxCapViolCount: 0
[worst paths after layout]
check,endpoint,slack (ps),cells after the start
setup reg to reg,seg_active_n[5]$_DFF_PN0_,340,7
setup / recovery,seg_active_n[5]$_DFF_PN0_,340,8
min in group asynchronous,sevseg_cntr[2]$_DFF_PN0_,730,1
hold / removal,anodes[6]$_DFF_PN1_,610,2
max in group asynchronous,seg_active_n[1]$_DFF_PN0_,1390,1
hold reg to reg,anodes[6]$_DFF_PN1_,610,2
[layer usage]
metal | vias up | wire, um | GRT usage [%]
met2 | 40 | 1130 | 8.80
met1 | 389 | 1170 | 6.80
met5 | - | 0 | 0
met4 | 0 | 34 | 0.750
li1 | 413 | - | -
met3 | 2 | 284 | 2.08
[worst max-delay path, stage by stage]
cell and delay, ps:
clkdlybuf4s50_1 400, mux4_1 480, mux2i_1 150, buf_4 160, inv_1 60, ha_1 220
nand2b_1 160, a32o_1 260
[cells by family after synthesis]
logic type / synth area share [%]
buffers and inverters: 5.09
AND/OR/NAND/NOR: 5.87
adder cells (fa/ha/maj): 12.2
XOR/XNOR: 0.775
AND-OR/OR-AND: 6.42
other: 0.332
flip-flops: 40.8
multiplexers: 28.6
[sequential cells by signal (all words and copies together) (netlist names)]
register      cells
anodes            8
sevseg_cntr       3
seg_active_n      7
[report_power, final]
part	switching (mW)	internal [mW]	total (mW)	leakage, nW
sequential	0.00305	0.292	0.295	0.211
combinational	0.0399	0.0913	0.131	0.490
clock	0.0857	0.108	0.194	0.0228
[per-stage QoR]
step,instance area (sq um),utilization (%),hold slack [ps]
after floorplan,1130,-,224
after global placement,1720,27.1,604
after detailed placement,1720,27.1,603
after CTS,1770,27.8,613
after global routing,1770,27.8,620
final,1770,27.8,611
[cell usage after synthesis]
library cell and n:
inv_1 8, mux2i_2 1, nor3_1 2, a211oi_1 1, dfrtp_1 10, nand2_1 7
a32o_1 2, buf_6 1, ha_1 11, a22o_1 1, dfstp_2 8, mux4_2 4
o211a_1 1, mux2i_4 2, xnor2_1 1, buf_4 1, nand2b_1 2, inv_2 1
a211o_1 1, mux2i_1 2, nor2_1 2, mux2_4 1, o211ai_1 1, o21ai_0 2
nand3_1 2, buf_2 1, mux4_1 4, mux2_2 3, conb_1 1
[area by class of cell]
| type | count | area, sq um | share of cell area, % |
|---|---|---|---|
| clock buffer | 4 | 45.0 | 2.55 |
| inverter | 9 | 33.8 | 1.91 |
| sequential | 18 | 460 | 26.1 |
| timing repair buffer | 53 | 518 | 29.3 |
| tap | 77 | 96.3 | 5.46 |
| multi-input combinational | 54 | 612 | 34.7 |
[placed cells by master, fill, tap and decap left out, drive strengths merged]
master | netlist | final
a211o | 1 | 1
a211oi | 1 | 1
a22o | 1 | 1
a32o | 2 | 2
buf | 3 | 5
clkbuf | 0 | 4
clkdlybuf4s50 | 0 | 48
conb | 1 | 1
dfrtp | 10 | 10
dfstp | 8 | 8
ha | 11 | 11
inv | 9 | 9
mux2 | 4 | 4
mux2i | 5 | 5
mux4 | 8 | 8
nand2 | 7 | 7
nand2b | 2 | 2
nand3 | 2 | 2
nor2 | 2 | 2
nor3 | 2 | 2
o211a | 1 | 1
o211ai | 1 | 1
o21ai | 2 | 2
xnor2 | 1 | 1
Power and IR drop assume default switching activity.
