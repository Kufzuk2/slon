==> design.v <==
module button_debouncer #(
  parameter    CNT_WIDTH      = 16,
  parameter    UNPUSHED_STATE = 1'b0
)(
  input  wire     clk         ,
  input  wire     arst_n      ,
  input  wire     sw_i        ,
  output reg      sw_state_o  ,
  output reg      sw_down_o   ,
  output reg      sw_up_o
);
reg   [1:0] sw_r;
always @ ( posedge clk or negedge arst_n ) begin  
  if ( !arst_n )
    sw_r <= {2{UNPUSHED_STATE}};
  else
    sw_r <= {sw_r[0], sw_i};
end
reg [CNT_WIDTH-1:0] sw_count;
wire sw_change_f = (sw_state_o != sw_r[1]);
wire sw_cnt_max  = &sw_count;
always @( posedge clk or negedge arst_n  ) begin
  if ( !arst_n ) begin
    sw_count   <= 0;
    sw_state_o <= UNPUSHED_STATE;
  end
  else if(sw_change_f) begin
    sw_count <= sw_count + 'd1;
    if ( sw_cnt_max )
      sw_state_o <= ~sw_state_o;
  end
  else begin
    sw_count <= 0;
  end
 end
always @(posedge clk) begin
  sw_down_o <= sw_change_f & sw_cnt_max & ~sw_state_o;
  sw_up_o   <= sw_change_f & sw_cnt_max &  sw_state_o;
end
endmodule
==> run.sh <==
#!/bin/bash
# OpenROAD 26Q1-2900-gdf79404cd8, Yosys 0.63+post, stock flow scripts
make -C /OpenROAD-flow-scripts/flow DESIGN_CONFIG=/design/flow/config.mk WORK_HOME=/design/flow/orfs finish
==> config.mk <==
export PLATFORM = sky130hd
export DESIGN_NAME = button_debouncer
export DESIGN_NICKNAME = button_debouncer
export VERILOG_FILES = /design/flow/design.v
export SDC_FILE = /design/flow/constraint.sdc
export NUM_CORES = 4
export LEC_CHECK = 1
export CORE_AREA = 10 10 99 99
export DIE_AREA = 0 0 109 109
==> constraint.sdc <==
current_design button_debouncer

set clk_period 3.1
set clk_io_pct 0.2

create_clock -name clk0 -period $clk_period [get_ports {clk}]

set non_clock_inputs [all_inputs -no_clocks]
set_input_delay [expr $clk_period * $clk_io_pct] -clock clk0 $non_clock_inputs
set_output_delay [expr $clk_period * $clk_io_pct] -clock clk0 [all_outputs]
==> reports/metrics.cfg <==
[run_status]
outcome = complete, no violations

[final_timing]
tightest_slew_ns = 0.350
final.min_clock_period_ns = 2.08
timing.fmax_ghz = 0.482
rsz0062_at_grt = false
skew_ns = 0.00171
setup_viol = 0
drv_slew = 0
tns_ns = 0
finalHoldViolations = 0
slew_headroom = 0.765
post-route-period-util = 0.670

[cells_and_area]
final_cell_mix = dfrtp_1 (19), nor2_1 (16), xnor2_1 (9), nand3_1 (6), clkdlybuf4s50_1 (5)
final_area_um2 = 1150
lay_top_count = dfrtp_1
fillers = 851
area_growth_pct = 25.5
drive_above_1_share = 0.113
fin_util = 0.149

[synthesis]
yosys_area_um2 = 918
synth_area_um2 = 918
syn_area_per_cell_um2 = 10.6
ys_seq_elements = 21
postSynthSeqShare = 0.561
ys_warn_count = 1
synthCells = 87
yosys-stat-cells = 87
netlist-cell-type-count = 22

[drt]
drc_errors = 0
ant_nets = 0
vias_per_cell = 3.12
first_pass_iters = 4
num_antenna_cells = 0
wl_um = 1480
first_iter_violations = 16
vias = 620
post_drt_wl_per_cell_um = 7.46

[die]
dieArea_um2 = 11900
fp.dieH_um = 109
dieWidth_um = 109
ios = 6
floorplan.core_util = 0.119
core_um2 = 7730
num_rows = 32

[worst_setup_path]
crit_required_ns = 3.24
cp_max_fo = 4
end_kind = flip-flop
timing.critical_path.slowest_stage_cell = or4_4
max_stage_delay_ns = 0.52
critPathKind = reg -> reg
crit_chain = ha_1 > nand3_1 > or4_4 > or4_4 > xnor2_2
cp.arrival_ns = 2.22
cp_common_cell = or4_4
start_kind = flip-flop

[cts]
ctsHoldBuffers = 0
cts-buffers-inserted = 3
cts_max_level = 1
clk_latency_ns = 0.25
post_cts_buffers = 0
root_buffer = clkbuf_8
clkSinkCount = 21
cts.repair.resized = 0
clk_pin_slew_ns = 0.07
cts_tree = yes
ctsLongestPathBuffers = 2

[pwr]
p_per_area_nw_per_um2 = 409
ir_drop_v = 0.000147
power.leakage_uw = 0.000410

[global_route]
antenna_found_initial = 0
grt_pass1_wl_um = 2660
grt-ovfl-total = 0
grt_pass1_vias = 607
grt_max_degree = 20
grtUsageTotal = 0.0261

[run]
warning_count = 25
maxCapViolations = 0

[placement]
placement.io_buffers = 5
place_area_um2 = 1110
hpwl_um = 1030
globalplace.congestion = 0.782

[worst_hold_path]
min_path_type = reg -> reg

[routing by layer]
metal  global-route usage  wire, µm  vias to the layer above
met3              0.00597        75                        2
met1               0.0375       775                      297
li1                     -         -                      312
met4              0.00471         6                        0
met5                    0         0                        -
met2               0.0398       627                        9
[registers in the layout (all words and copies together) (netlist names)]
name / flops
sw_state_o: 1
sw_up_o: 1
sw_r: 2
sw_count: 16
sw_down_o: 1
[kinds of logic (layout without fill, tap and decap cells)]
family / count (synthesis) / after routing / share of synthesized area
adder cells (fa/ha/maj): 1 / 1 / 0.0136
AND/OR/NAND/NOR: 41 / 41 / 0.236
buffers and inverters: 5 / 15 / 0.0204
XOR/XNOR: 13 / 13 / 0.132
flip-flops: 21 / 21 / 0.561
AND-OR/OR-AND: 6 / 6 / 0.0368
[Yosys cell counts]
| cell | number | area share |
|---|---|---|
| nand3_4 | 1 | 0.019 |
| nor4_1 | 2 | 0.014 |
| a21oi_1 | 3 | 0.016 |
| o21ai_0 | 2 | 0.011 |
| xnor2_2 | 1 | 0.018 |
| dfrtp_1 | 19 | 0.52 |
| nor2b_1 | 1 | 0.0068 |
| nand2_1 | 4 | 0.016 |
| nand4_1 | 3 | 0.020 |
| nand3_1 | 6 | 0.033 |
| or3_1 | 1 | 0.0068 |
| or3_2 | 1 | 0.0082 |
| xor2_1 | 3 | 0.029 |
| a31o_2 | 1 | 0.0095 |
| or4_4 | 2 | 0.025 |
| clkbuf_1 | 1 | 0.0041 |
| dfxtp_1 | 2 | 0.044 |
| nor2_1 | 16 | 0.065 |
| inv_1 | 4 | 0.016 |
| xnor2_1 | 9 | 0.086 |
| ha_1 | 1 | 0.014 |
| nor3_1 | 4 | 0.022 |
[per-stage QoR]
step           total power, µW  setup slack [ns]  hold WS, ns  cells
3_3_place_gp               306              1.05        0.333    195
6_report                   471              1.02        0.352    199
2_1_floorplan              294              1.11        0.324     87
3_5_place_dp               306              1.02        0.342    195
5_1_grt                    492             0.904        0.367    199
4_1_cts                    478              1.01        0.358    199
[path summary, 6_finish.rpt]
check	startpoint	to	slack, ns	depth (start not counted)
worst max-delay path	sw_count[0]	sw_state_o	1.02	5
worst min-delay path	sw_r[0]	sw_r[1]	0.35	0
worst max register to register	sw_count[0]	sw_state_o	1.02	5
worst min register to register	sw_r[0]	sw_r[1]	0.35	0
max in group asynchronous	arst_n	sw_count[0]	2.20	2
min in group asynchronous	arst_n	sw_count[12]	0.70	2
[final cells by class]
cell class | instances | area, µm² | share of cell area
tap | 102 | 128 | 0.111
multi-input combinational | 61 | 384 | 0.333
inverter | 4 | 15.0 | 0.0130
timing repair buffer | 7 | 65.1 | 0.0565
clock buffer | 4 | 45.0 | 0.0391
sequential | 21 | 515 | 0.447
[where the power goes]
group          leakage [µW]  internal [µW]  switching (µW)
combinational      0.000113           7.47            10.9
clock             0.0000228           91.3            80.0
sequential         0.000274            278            3.71
total              0.000410            377            94.6
[critical path: cells and delay by family (launching register included)]
family / cells / cell delay [ns]
flip-flops: 1 / 0.38
adder cells (fa/ha/maj): 1 / 0.23
XOR/XNOR: 1 / 0.14
AND/OR/NAND/NOR: 3 / 1.21
Power is estimated from default activity; no workload was simulated.
